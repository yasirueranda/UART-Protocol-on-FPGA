==> design.v <==
module hexcoder(m,data);
	input [3:0] m;
	output [6:0] data;
	always_comb
	begin
		case (m)
			4'b0000: data=7'b1000000;
			4'b0001: data=7'b1111001;
			4'b0010: data=7'b0100100;
			4'b0011: data=7'b0110000;
			4'b0100: data=7'b0011001;
			4'b0101: data=7'b0010010;
			4'b0110: data=7'b0000010;
			4'b0111: data=7'b1111000;
			4'b1000: data=7'b0000000;
			4'b1001: data=7'b0010000;
			4'b1010: data=7'b0001000;
			4'b1011: data=7'b0000011;
			4'b1100: data=7'b1000110;
			4'b1101: data=7'b0100001;
			4'b1110: data=7'b0000110;
			4'b1111: data=7'b0001110;
		endcase
	end
endmodule
module receiver #(
	parameter CLOCKS_PER_PULSE = 16
)
(
	input logic clk,
	input logic rstn,
	input logic ready_clr,
	input logic rx,
	output logic ready,
	output logic [7:0] data_out
);
	enum {RX_IDLE, RX_START, RX_DATA, RX_END} state;
	logic[2:0] c_bits;
	logic[$clog2(CLOCKS_PER_PULSE)-1:0] c_clocks;
  	logic[7:0] temp_data;
	logic rx_sync;
	always_ff @(posedge clk or negedge rstn) begin
		if (!rstn) begin
			c_clocks <= 0;
			c_bits <= 0;
			temp_data <= 8'b0;
			ready <= 0;
			state <= RX_IDLE;
		end else begin 
			rx_sync <= rx;   
			case (state)
			RX_IDLE : begin
				if (rx_sync == 0) begin
					state <= RX_START;
					c_clocks <= 0;
				end
			end
			RX_START: begin
				if (c_clocks == CLOCKS_PER_PULSE/2-1) begin
					state <= RX_DATA;
					c_clocks <= 0;
				end else
					c_clocks <= c_clocks + 1;
			end
			RX_DATA : begin
				if (c_clocks == CLOCKS_PER_PULSE-1) begin
					c_clocks <= 0;
					temp_data[c_bits] <= rx_sync;
					if (c_bits == 3'd7) begin
						state <= RX_END;
						c_bits <= 0;
					end else c_bits <= c_bits + 1;
				end else c_clocks <= c_clocks + 1;
			end
			RX_END : begin
				if (c_clocks == CLOCKS_PER_PULSE-1) begin
					ready <= 1'b1;
					state <= RX_IDLE;
					c_clocks <= 0;
				end else c_clocks <= c_clocks + 1;
			end
			default: state <= RX_IDLE;
			endcase
		end
	end
	assign data_out = temp_data;
endmodule
module transmitter #(
	parameter CLOCKS_PER_PULSE = 16
)
(
	input logic [7:0] data_in,
	input logic data_en,
	input logic clk,
	input logic rstn,
	output logic tx,
	output logic tx_busy
);
	enum {TX_IDLE, TX_START, TX_DATA, TX_END} state;
	logic[7:0] data = 8'b0;
	logic[2:0] c_bits = 3'b0;
	logic[$clog2(CLOCKS_PER_PULSE)-1:0] c_clocks = 0;
	always_ff @(posedge clk or negedge rstn) begin
		if (!rstn) begin
			c_clocks <= 0;
			c_bits <= 0;
			data <= 0;
          	tx <= 1'b1;
			state <= TX_IDLE;
		end else begin 
			case (state)
			TX_IDLE: begin
				if (~data_en) begin
					state <= TX_START;
					data <= data_in;
					c_bits <= 3'b0;
					c_clocks <= 0;
				end else tx <= 1'b1;
			end
			TX_START: begin
				if (c_clocks == CLOCKS_PER_PULSE-1) begin
					state <= TX_DATA;
					c_clocks <= 0;
				end else begin
					tx <= 1'b0;
					c_clocks <= c_clocks + 1;
				end
			end
			TX_DATA: begin
				if (c_clocks == CLOCKS_PER_PULSE-1) begin
					c_clocks <= 0;
					if (c_bits == 3'd7) begin
						state <= TX_END;
					end else begin
						c_bits <= c_bits + 1;
						tx <= data[c_bits];
					end
				end else begin
					tx <= data[c_bits];
					c_clocks <= c_clocks + 1;
				end
			end
			TX_END: begin
				if (c_clocks == CLOCKS_PER_PULSE-1) begin
					state <= TX_IDLE;
					c_clocks <= 0;
				end else begin
					tx <= 1'b1;
					c_clocks <= c_clocks + 1;
				end
			end
            default: state <= TX_IDLE;
			endcase
		end
	end
	assign tx_busy = (state != TX_IDLE);
endmodule
module uart #(
	parameter CLOCKS_PER_PULSE = 5208
)
(
	input logic [7:0] data_in,
	input logic data_en,
	input logic clk,
	input logic rstn,
	output logic tx,
	output logic tx_busy,
	input logic ready_clr,
	input logic rx,
	output logic ready,
	output logic [13:0] display_data_out,
	output logic [13:0] display_data_in
);
	logic [7:0] data_input; 
	logic [7:0] data_output;
	transmitter #(.CLOCKS_PER_PULSE(CLOCKS_PER_PULSE)) uart_tx (
		.data_in(data_input),
		.data_en(data_en),
		.clk(clk),
		.rstn(rstn),
		.tx(tx),
		.tx_busy(tx_busy)
	);
	receiver #(.CLOCKS_PER_PULSE(CLOCKS_PER_PULSE)) uart_rx (
		.clk(clk),
		.rstn(rstn),
		.ready_clr(ready_clr),
		.rx(rx),
		.ready(ready),
		.data_out(data_output)
	);
	hexcoder data_in_converter1 (
    .m(data_input[3:0]),
    .data({display_data_in[6], display_data_in[5], display_data_in[4], display_data_in[3], display_data_in[2], display_data_in[1], display_data_in[0]})
);
	hexcoder data_in_converter2 (
    .m(data_input[7:4]),
    .data({display_data_in[13], display_data_in[12], display_data_in[11], display_data_in[10], display_data_in[9], display_data_in[8], display_data_in[7]})
);
	hexcoder data_out_converter1 (
    .m(data_output[3:0]),
    .data({display_data_out[6], display_data_out[5], display_data_out[4], display_data_out[3], display_data_out[2], display_data_out[1], display_data_out[0]})
);
	hexcoder data_out_converter2 (
    .m(data_output[7:4]),
    .data({display_data_out[13], display_data_out[12], display_data_out[11], display_data_out[10], display_data_out[9], display_data_out[8], display_data_out[7]})
);
	assign data_input = {8'b0, data_in};
endmodule
==> run.sh <==
#!/bin/bash
# OpenROAD 26Q1-2900-gdf79404cd8, Yosys 0.63+post, stock flow scripts
make -C /OpenROAD-flow-scripts/flow DESIGN_CONFIG=/design/flow/config.mk WORK_HOME=/design/flow/orfs finish
==> config.mk <==
export PLATFORM = sky130hd
export DESIGN_NAME = uart
export DESIGN_NICKNAME = uart
export VERILOG_FILES = /design/flow/design.v
export SDC_FILE = /design/flow/constraint.sdc
export NUM_CORES = 4
export LEC_CHECK = 1
export CORE_UTILIZATION = 30
==> constraint.sdc <==
current_design uart

set clk_period 3.9
set clk_io_pct 0.2

create_clock -name clk0 -period $clk_period [get_ports {clk}]

set non_clock_inputs [all_inputs -no_clocks]
set_input_delay [expr $clk_period * $clk_io_pct] -clock clk0 $non_clock_inputs
set_output_delay [expr $clk_period * $clk_io_pct] -clock clk0 [all_outputs]
==> impl_metrics.ini <==
; flow metrics
[yosys]
ys_types = 64
edf_count = 1
ys_cells = 430
synthArstFlopShare_pct = 98.25
synth-seq-cells = 57
synth_seq_share_pct = 35.44
yosys_area_sq_mm = 0.004046
synth_cells = 430
yosysWarnings = 19
synthesis.area_sq_mm = 0.004046
syn_area_per_cell_sq_um = 9.410
ys.flop_type = dfrtp_1

[global_routing]
grt_pass1_vias = 3023
grt_pass1_wl_um = 13530
met1_usage_pct = 17.95
top_usage_layer = met1
grtUsageTotal_pct = 11.58
overflow = 0
grt_util_met3_pct = 1.919
antenna_found_initial = 0
grtUsageMet2_pct = 17.57
grt_max_degree = 38

[drt]
dr.pass1.iters = 4
drt_wl_total_um = 7559
drc_errors = 0
drt_iter0_drc = 150
antenna-diode-count = 0
viasPerCell = 4.905
routed-via-count = 3193
wl_per_cell_um = 11.61
ant_nets = 0

[final_timing]
rsz0062_at_grt = no
setup_viol = 0
maxSlewHeadroom_pct = 44.01
final-max-slew-violation-count = 0
finalSetupTns_ns = 0
fin_crit_ns = 3.604
finalClockSkew_ns = 0.006322
tightest_slew_ns = 0.8324
report.final.hold_viol_count = 0
finalClockPeriodUsage_pct = 92.42
fmax_mhz = 277.4

[cts]
postCtsSetupBuffers = 0
clk_path_buf_depth = 2
cts_hold_buf = 0
cts_resized = 0
cts_root_buf = clkbuf_16
ctsHtreeMaxLevel = 3
cts-buffers-inserted = 9
clkSlewWorstSetupHoldPaths_ns = 0.05
cts_sinks = 57
worstSkewPairLatency_ns = 0.32
cts_tree = built

[setup_path]
cp.arrival_ns = 2.82
worstSetupEndpointType = output pin
rrSetupSlack_ns = 1.34
slowest_delay_ns = 0.50
crit_path_start_kind = input pin
cp.required_ns = 3.12
slowest_stage = clkdlybuf4s50_1
path_cells = clkdlybuf4s50_1, inv_1, ha_1, nor2b_1, or3b_2, o21ai_0, clkdlybuf4s50_1
cp_common_cell = clkdlybuf4s50_1
crit_type = in2out
path_max_fanout = 5

[floorplan]
initCoreUtil_pct = 30.68
io_pins = 44
rows = 42
dieArea_sq_mm = 0.01396
core_area_sq_mm = 0.01319
die_w_um = 118.1
dieHeight_um = 118.1

[placed_design]
dpl.cell_count = 635
hpwlAfterDp_um = 5404
finalWeightedCongestion = 0.8323
portBuffers = 42

[run]
cap_viol_max_count = 0
warnings = 51

[cells_and_area]
final_cell_mix = dfrtp_1 (54), o21ai_0 (51), nand2_1 (42), clkdlybuf4s50_1 (41), ha_1 (36)
fillers = 1265
final_common_cell = dfrtp_1
final_core_util_pct = 37.13
drive_gt1_share_pct = 11.79
fin_cells = 651
area_delta_synth_final_pct = 21.03

[power]
p_leak_nw = 2.083
power.density_mw_per_mm2 = 404.4
ir_worst_vdd_v = 0.0001679

[run_status]
status = complete, no violations

[min_path]
hold_path_class = in2async
through the flow:
step	setup slack, ns	total power [mW]	cell area [sq um]	hold slack (ns)
floorplan	1.475	1.128	4046	0.4084
global placement	0.3235	1.283	4631	0.4696
detailed placement	0.2889	1.293	4631	0.4639
CTS	0.2867	2.005	4897	0.4285
global route	0.1715	2.113	4897	0.4543
finish	0.2955	1.980	4897	0.4098
routing by layer:
metal / part of all wire, % / vias up / wire length, um
met5: 0 / - / 0
met4: 0.98 / 0 / 74
met3: 4.5 / 5 / 342
met2: 43 / 53 / 3283
met1: 51 / 1496 / 3859
li1: - / 1639 / -
path summary, 6_finish.rpt:
check                                    startpoint                   end  cells past startpoint
worst max register to register  uart_rx.c_clocks[0]  uart_rx.temp_data[4]                      6
min in group clk0                     uart_rx.ready         uart_rx.ready                      1
worst min-delay path                           rstn  uart_rx.temp_data[1]                      1
max in group asynchronous                      rstn            uart_tx.tx                      2
worst max-delay path                     data_in[1]    display_data_in[0]                      7
worst min register to register        uart_rx.ready         uart_rx.ready                      1
where the power goes:
group	total, mW	switching [mW]	internal (mW)
clock	0.698	0.257	0.441
combinational	0.531	0.262	0.269
sequential	0.751	0.0648	0.686
sequential cells by signal (all words and copies together), names as in the netlist:
name and count:
uart_tx.tx 1, uart_tx.state 2, uart_rx.c_clocks 13, uart_rx.temp_data 8, uart_tx.c_clocks 13, uart_rx.ready 1, uart_rx.state 4, uart_tx.data 8
uart_rx.rx_sync 1, uart_rx.c_bits 3, uart_tx.c_bits 3
cells by family after synthesis:
logic type / synth area share (%)
AOI/OAI and AO/OA: 17.25
xor gates and xnor gates: 0.6495
and+or+nand+nor: 20.93
adders and majority gates: 11.13
buffers and inverters: 4.236
DFF: 35.44
muxes: 10.36
layout make-up:
type	count	area (sq um)	share of cell area, %
clock buffers	12	246.5	5.033
clock inverters	4	20.02	0.4088
inverters	24	90.09	1.840
multi-input cells	332	2441	49.85
flip-flops and latches	57	1434	29.28
well taps	176	220.2	4.497
repair buffers	46	445.4	9.096
critical path: cells and delay by family:
kind / cells / cell delay [ns]
compound gates: 1 / 0.08
fa+ha+maj: 1 / 0.26
buf+inv: 3 / 1.17
simple gates: 2 / 0.53
synthesized netlist by cell type (3+ instances only):
cell | count | area share (%)
and3_1 | 4 | 0.62
mux2_2 | 9 | 2.5
nand4_1 | 4 | 0.62
mux2_1 | 4 | 1.1
a31oi_1 | 4 | 0.62
o21ai_0 | 51 | 6.3
o22ai_1 | 3 | 0.46
inv_1 | 24 | 2.2
nand2b_1 | 7 | 1.1
nor3_1 | 7 | 0.87
mux2i_1 | 16 | 4.0
a22o_1 | 15 | 3.2
nand3_1 | 9 | 1.1
clkbuf_1 | 11 | 1.0
o31ai_1 | 5 | 0.93
nor4b_2 | 3 | 1.1
nor2_1 | 29 | 2.7
ha_1 | 36 | 11
nor2b_1 | 13 | 2.0
nor4_1 | 6 | 0.93
nand3b_1 | 3 | 0.56
xnor2_1 | 3 | 0.65
a21oi_1 | 16 | 2.0
mux4_2 | 5 | 2.8
dfrtp_1 | 54 | 33
nand2_1 | 42 | 3.9
No activity file was given, so power comes from the tool's default toggle rates.
